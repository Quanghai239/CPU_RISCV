==> design/flow/design.v <==
module db_fsm
(
    input logic clk, rst_n,
    input logic btn,
    output logic db
);
localparam logic [2:0]
    zero    = 3'b000,
    wait1_1 = 3'b001,
    wait1_2 = 3'b010,
    wait1_3 = 3'b011,
    one     = 3'b100,
    wait0_1 = 3'b101,
    wait0_2 = 3'b110,
    wait0_3 = 3'b111;
localparam int N = 18;
logic [N-1:0] q_reg;
logic [N-1:0] q_next;
logic m_tick;
logic [2:0] state_reg, state_next;
always_ff @(posedge clk)
    q_reg <= q_next;
assign q_next = q_reg + 1;
assign m_tick = (q_reg == 0) ? 1'b1 : 1'b0;
always_ff @(posedge clk, negedge rst_n)
    if (!rst_n)
        state_reg <= zero;
    else
        state_reg <= state_next;
always_comb
begin
    state_next = state_reg;  
    db = 1'b0;               
    case (state_reg)
        zero: begin
            if (btn)
                state_next = wait1_1;
        end
        wait1_1: begin
            if (~btn)
                state_next = zero;
            else if (m_tick)
                state_next = wait1_2;
        end
        wait1_2: begin
            if (~btn)
                state_next = zero;
            else if (m_tick)
                state_next = wait1_3;
        end
        wait1_3: begin
            if (~btn)
                state_next = zero;
            else
                state_next = one;
        end
        one: begin
            db = 1'b1;
            if (~btn)
                state_next = wait0_1;
            else if (m_tick)
                state_next = one;
        end
        wait0_1: begin
            db = 1'b1;
            if (btn)
                state_next = one;
            else if (m_tick)
                state_next = wait0_2;
        end
        wait0_2: begin
            db = 1'b1;
            if (btn)
                state_next = one;
            else if (m_tick)
                state_next = wait0_3;
        end
        wait0_3: begin
            db = 1'b1;
            if (btn)
                state_next = one;
            else if (m_tick)
                state_next = zero;
        end
        default: state_next = zero;  
    endcase
end
endmodule
==> design/flow/run.sh <==
#!/bin/bash
# OpenROAD 26Q1-2900-gdf79404cd8, Yosys 0.63+post, stock flow scripts
make -C /OpenROAD-flow-scripts/flow DESIGN_CONFIG=/design/flow/config.mk WORK_HOME=/design/flow/orfs finish
==> design/flow/config.mk <==
export PLATFORM = sky130hd
export DESIGN_NAME = db_fsm
export DESIGN_NICKNAME = db_fsm
export VERILOG_FILES = /design/flow/design.v
export SDC_FILE = /design/flow/constraint.sdc
export NUM_CORES = 4
export LEC_CHECK = 1
export CORE_AREA = 10 10 86 86
export DIE_AREA = 0 0 96 96
export SYNTH_HDL_FRONTEND = slang
==> design/flow/constraint.sdc <==
current_design db_fsm

set clk_period 2.6
set clk_io_pct 0.2

create_clock -name clk0 -period $clk_period [get_ports {clk}]

set non_clock_inputs [all_inputs -no_clocks]
set_input_delay [expr $clk_period * $clk_io_pct] -clock clk0 $non_clock_inputs
set_output_delay [expr $clk_period * $clk_io_pct] -clock clk0 [all_outputs]
==> flow_summary.yaml <==
# generated from flow reports
synth:
  ff_type: "dfxtp_1"
  largest_area_cell: "dfxtp_1"
  syn_inst: 100
  top_area_share_pct: 33.92
  ys_cells: 100
  synth_area_per_cell_um2: 10.62
  top_cell: "dfxtp_1"
  yosys.stat.chipArea_um2: 1062
  yosysSeqAreaShare_pct: 52.89
  area_leaders: "dfxtp_1, dfrtp_1, xnor2_1"
  yosysWarnings: 0
  synth_cell_types: 28
  async_reset_ff_share_pct: 30.77
  synth.top_cells.by_count: "dfxtp_1, nand2_1, xnor2_1"
  synth-edff-count: 0
  netlist_area_um2: 1062
  ys_ff: 26
floorplan:
  die_x_um: 96
  fp-row-count: 27
  io_pins: 4
  die_h_um: 96
  coreArea_um2: 5540
  initial_core_util_pct: 19.17
  die_area_um2: 9216
global_routing:
  grt_pass1_vias: 641
  overflow: 0
  grt_pass1_wl_um: 2787
  grtUsageTotal_pct: 3.699
  antenna_found_initial: 0
  grt_max_degree: 15
critical_path:
  crit_type: "flop to output pin"
  worstSetupStartpoint: "state_reg[3]"
  cp-start-kind: "flop"
  r2r_end: "state_reg[2]"
  critPathRequiredTime_ns: 2.08
  r2r-start: "q_reg[0]"
  worstPathArrival_ns: 1.59
  r2r_cells: 6
  crit_fanout: 2
  endpoint_kind: "output pin"
  rrSetupSlack_ns: 1.17
timing:
  final_max_slew_viol_count: 0
  timing.fmax_mhz: 472.9
  rsz0062_at_grt: "no"
  slew_headroom_pct: 77.05
  tns_ns: 0
  finalCritPeriodShare_pct: 81.33
  layout_min_cycle_time_ns: 2.115
  setup_viol: 0
  tightest_slew_ns: 0.3411
  finClkSkew_ns: 0.001714
  hold_viol: 0
clocking:
  postCtsSetupRepairBufs: 0
  cts_buffer_depth: 2
  cts-htree-levels: 1
  cts_tree: "yes"
  cts_hold_buf: 0
  cts_resized: 0
  cts_num_sinks: 26
  clkLatencyLatePin_ns: 0.26
  root_buffer: "clkbuf_8"
  clk_pin_slew_ns: 0.08
  cts_buffers: 3
worst_hold_path:
  hp-start: "q_reg[0]"
  worstHoldPathCells: 1
  whs_endpoint: "q_reg[0]"
  hold_class: "flop to flop"
finish:
  utilization_pct: 22.27
  drive_gt1_share_pct: 12.26
  area_delta_synth_final_pct: 16.14
  largest_register_ffs: 18
drt:
  vias: 652
  routed_wl_um: 1529
  ant_nets: 0
  wl_per_cell_um: 8.590
  highest_layer: "met4"
  routed_via_density: 3.663
  antenna_cells: 0
  met2_length_um: 561
  drc: 0
  routed-wl-met3_um: 89
  drt_iter0_drc: 29
  wl_met1_um: 870
  first_pass_iters: 3
power:
  ir_drop_mv: 0.2641
  leakage_nw: 0.4513
  p_per_area_nw_per_um2: 556.3
placement:
  dp_hpwl_um: 1137
  placement.io_buffers: 3
  place_congestion: 0.7540
run:
  maxCapViolations: 0
  warnings: 26
outcome:
  outcome: "finished, final reports clean"
==> routing by layer <==
metal	vias to the layer above	GRT usage (%)
met1	287	5.194
met5	-	0
met3	2	1.808
met4	0	0.2457
met2	6	5.269
li1	357	-
==> worst max-delay path: stages, from the launching register on <==
cell and delay, ns:
dfrtp_1 0.38, or4_1 0.54, clkdlybuf4s50_1 0.42
==> cell families (layout without fill, tap and decap cells) <==
kind of cell             after synthesis  after routing  share of synthesized area, %
AND-OR/OR-AND                          6              6                         3.770
XOR/XNOR                              16             16                         13.19
adder cells (fa/ha/maj)                2              2                         2.355
buffers and inverters                  4             10                         1.413
flip-flops                            26             26                         52.89
multiplexers                           2              2                         1.885
AND/OR/NAND/NOR                       44             44                         24.50
==> worst max-delay path by stage <==
stage         to  cells after the start
CTS           db                      2
global route  db                      2
finish        db                      2
==> metrics by stage <==
step | power, mW | cells | hold WS [ns] | area [µm²] | setup WS (ns)
floorplan | 0.4309 | 100 | 0.2244 | 1062 | 1.234
global placement | 0.4445 | 174 | 0.4175 | 1179 | 0.7677
detailed placement | 0.4444 | 174 | 0.4229 | 1179 | 0.7625
CTS | 0.6983 | 178 | 0.4448 | 1234 | 0.4621
global route | 0.7217 | 178 | 0.4838 | 1234 | 0.4338
finish | 0.6863 | 178 | 0.4398 | 1234 | 0.4854
==> final cells by class <==
type	count	area, µm²
fill	592	4307
sequential	26	561.8
multi-input combinational	70	485.5
tap	72	90.09
clock buffer	4	55.05
timing repair buffer	3	30.03
inverter	3	11.26
==> power breakdown <==
group	leakage, nW	internal [mW]	switching, mW
sequential	0.252	0.408	0.00338
combinational	0.171	0.0140	0.00933
clock	0.0288	0.135	0.117
total	0.451	0.557	0.129
==> placed cells by master, fill, tap and decap left out, drive strengths merged <==
cell and instances:
mux2i 2, xor2 7, dfxtp 18, clkdlybuf4s50 3, nand2b 2, ha 2
xnor2 9, o21a 1, nor2 8, or4 1, nand4 3, o31ai 1
nand2 11, nor4 3, o2bb2ai 1, o22ai 1, inv 3, nor3 4
nand3 8, o21ai 2, dfstp 1, nor2b 1, clkbuf 4, dfrtp 7
and3 2, nor4b 1
Power figures rest on the tool's default switching activity, not on a simulated workload.
